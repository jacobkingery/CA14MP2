### design/flow/constraint.sdc
current_design DataMemory

set clk_period 18.1
set clk_io_pct 0.2

create_clock -name clk0 -period $clk_period [get_ports {clk}]

set non_clock_inputs [all_inputs -no_clocks]
set_input_delay [expr $clk_period * $clk_io_pct] -clock clk0 $non_clock_inputs
set_output_delay [expr $clk_period * $clk_io_pct] -clock clk0 [all_outputs]
### design/flow/design.v
module DataMemory(clk, dataOut, address, writeEnable, dataIn);
parameter addresswidth = 7;
parameter depth = 2**addresswidth;
parameter width = 8;
output reg [width-1:0]  dataOut;
input clk;
input [addresswidth-1:0]    address;
input writeEnable;
input[width-1:0]    dataIn;
reg [width-1:0] memory [depth-1:0];
always @(posedge clk) begin
    if(writeEnable)
        memory[address] <= dataIn;
    dataOut <= memory[address];
    end
integer i;
initial begin
for(i=0;i<depth;i=i+1)
memory[i]=3*i;
end
endmodule
module DataMemory_breakable(clk, dataOut, address, writeEnable, dataIn, faultactive);
parameter addresswidth = 7;
parameter depth = 2**addresswidth;
parameter width = 8;
parameter Xi = 1;
parameter Xj = 0;  
parameter Yi = Xi + 1;
parameter Yj = width - 1;  
output reg [width-1:0]  dataOut;
input clk;
input[addresswidth-1:0]    address;
input writeEnable;
input[width-1:0]    dataIn;
input faultactive;
reg[width-1:0] memory [depth-1:0];
always @(posedge clk) begin
    if(writeEnable) begin
        if (!faultactive || !(address==Xi || address==Yi)) begin
            memory[address] <= dataIn;
        end
        else begin
            if (address == Xi) begin
                memory[address] <= dataIn;
                memory[Yi][Yj] <= dataIn[Xj];
            end
            else begin
                memory[address][Yj-1:0] <= dataIn[Yj-1:0];
            end
        end
    end
    dataOut <= memory[address];
end
integer i;
initial begin
for(i=0;i<depth;i=i+1)
memory[i]=3*i;
end
endmodule
### design/flow/run.sh
#!/bin/bash
# OpenROAD 26Q1-2900-gdf79404cd8, Yosys 0.63+post, stock flow scripts
make -C /OpenROAD-flow-scripts/flow DESIGN_CONFIG=/design/flow/config.mk WORK_HOME=/design/flow/orfs finish
### design/flow/config.mk
export PLATFORM = sky130hd
export DESIGN_NAME = DataMemory
export DESIGN_NICKNAME = DataMemory
export VERILOG_FILES = /design/flow/design.v
export SDC_FILE = /design/flow/constraint.sdc
export NUM_CORES = 4
export LEC_CHECK = 1
export CORE_UTILIZATION = 40
==> GITHUB_STEP_SUMMARY <==
### Yosys + OpenROAD results

| Metric | Value |
|---|---|
| Status | `completed` |
| Reg clk slew, reported paths | `0.06 ns` |
| CTS tree | `yes` |
| Leak | `14.2 nW` |
| Post-CTS Setup Bufs | `0` |
| Total chip power | `5.08 mW` |
| Initial antenna violation count | `7` |
| Detail Route met2 WL | `53.9 mm` |
| WL met3 | `21.7 mm` |
| RSZ-0062 raised after global routing | `no` |
| Yosys chip area | `40400 um2` |
| Total negative slack | `0 ns` |
| Antenna Cells | `0` |
| Synth area leader | `edfxtp_1` |
| Startpoint Class | `primary input` |
| Core ar. | `100000 um2` |
| Rows | `116` |
| Final Setup Violations | `0` |
| Slew headroom | `24.1%` |
| Critical R2R Launch | `memory[63][7]$_DFFE_PP_` |
| Layout Cells excl Fill | `3897` |
| Max Slew Vio Count | `0` |
| CTS sink cnt | `1032` |
| HP Start | `memory[31][7]$_DFFE_PP_` |
| Crit Path Max Fanout | `70` |
| # port buffers | `24` |
| Vias in the first global route | `25.6k` |
| GR Util All Layers | `25.8%` |
| Count of library flops with an enable pin | `1024` |
| #FFs+latches synth | `1032` |
| Hpwl dp | `71.0 mm` |
| Die Span Y | `320 um` |
| DRT antenna net count | `0` |
| RePlAce Congestion | `0.982` |
| Worst Setup End Kind | `register` |
| Period utilization | `37.6%` |
| Fin crit period | `6.80 ns` |
| Syn_area_per_cell | `16.3 um2` |
| Slew @ Worst Pin | `1.13 ns` |
| Initial Util | `40.4%` |
| Met1 WL | `40.6 mm` |
| WL final | `121 mm` |
| Most frequent logic cell in the layout | `edfxtp_1` |
| Ys async rst share | `0%` |
| Layout Area Growth over Synthesis | `12.3%` |
| Hold Path Class | `reg -> reg` |
| Late-Pin Clk Latency | `0.69 ns` |
| Via density per instance | `6.21` |
| Total grt overflow | `0` |
| Area of the mapped netlist | `40400 um2` |
| Critical path's top delay family | `buffers and inverters` |
| Largest type area fraction | `76.0%` |
| Max Used Layer | `met5` |
| Drt wl/cell | `30.9 um` |
| Worst Path Class, Setup | `in -> reg` |
| First drt pass iteration count | `5` |
| H-tree levels | `3` |
| Largest cells by area | `edfxtp_1 76%, a221oi_1 4.8%, nor2_1 2.2%` |
| Critical path, cell by cell | `buf_8 > buf_4 > nor2b_2 > buf_4 > nand2_1 > a211oi_1 > nor3_1 > a41oi_1 > nand4_1` |
| Worst Path Buf+Inv | `3` |
| CTS root buf | `clkbuf_16` |
| Fmax | `147 MHz` |
| Yosys stat cell total | `2475` |
| Netlist cell types | `66` |
| OpenROAD warnings | `28` |
| Critical Path Source | `address[2]` |
| Fraction of layout cells with a size suffix above 1 | `13.4%` |
| Fill cells | `8368` |
| Vias | `24.2k` |
| Synth Seq Share | `76.4%` |
| Post-Place Cells | `3702` |
| Maximum vdd drop | `0.0000925 V` |
| Post-CTS Resized | `0` |
| WP data required | `18.64 ns` |
| Clock Tree Buf Depth | `3` |
| Hold Fails Final Rpt | `0` |
| DRC viols | `0` |
| Die X | `320 um` |
| Max Cap Violations | `0` |
| Mapped Cells | `2475` |
| Top Layout Cells | `1024 x edfxtp_1, 239 x nor2_1, 220 x a221oi_1, 125 x a21oi_1` |
| Chip area | `102000 um2` |
| CP max-delay cell | `buf_4` |
| Crit path DAT | `7.34 ns` |
| Worst path max stage delay | `0.69 ns` |
| Synth warnings | `1` |
| CP dominant cell by count | `buf_4` |
| Worst Skew | `0.0300 ns` |
| First-pass GRT wire length | `176 mm` |
| PD cells | `112 nW/um2` |
| Post-CTS Hold Fix Bufs | `0` |
| Initial DRC Count | `2003` |
| Largest net degree at the start of global routing | `101` |
| Top_reg_cell synth | `edfxtp_1` |
| I/O pins | `25` |
| Num CTS Buffers | `104` |
[Yosys cell counts, drive strengths merged, types with 9 or more instances]
cell type,n
clkbuf,72
a221oi,223
nand3,17
nand2,102
a22o,41
a221o,20
mux4,11
o21ai,81
nor2b,14
a22oi,74
mux2i,61
a21oi,125
edfxtp,1024
nor2,241
o22ai,24
nor3,16
mux2,65
nand4,9
o211ai,11
buf,123
o221ai,18
o22a,11
[per-stage QoR]
step           instance area [um2]  setup slack, ns  util (%)  hold WS, ns
2_1_floorplan                40400            12.19         -        0.611
3_3_place_gp                 42000            10.78      42.0        0.779
3_5_place_dp                 42000            10.77      42.0        0.771
4_1_cts                      45400            11.51      45.3        0.784
5_1_grt                      45400            11.29      45.3        0.812
6_report                     45400            11.30      45.3        0.786
[worst reg2reg max path: stages, from the launching register on]
cell and delay (ns):
edfxtp_1 0.35, mux2_2 0.28, a221oi_1 0.73, o221ai_1 0.23, a32oi_1 0.40, nor2_1 0.13
nand4b_1 0.19
[state kept, by name, indices dropped and copies added (netlist names)]
| signal | flops |
|---|---|
| dataOut | 8 |
| memory | 1024 |
[final cells by class]
class | count | area [um2] | area share, %
Inverter | 4 | 17.5 | 0.0386
Timing Repair Buffer | 124 | 981 | 2.16
Clock inverter | 65 | 619 | 1.36
Multi-Input combinational cell | 1244 | 8500 | 18.7
Tap cell | 1298 | 1620 | 3.58
Clock buffer | 130 | 2760 | 6.09
Sequential cell | 1032 | 30900 | 68.1
[power breakdown]
group          switching, mW  internal, mW
Combinational          0.223        0.0807
Clock                  0.894          1.24
Sequential           0.00931          2.64
[path summary, 6_finish.rpt]
| path | to | slack, ns | cells after the start |
|---|---|---|---|
| max | dataOut[0]$_DFF_P_ | 11.30 | 9 |
| max reg2reg | dataOut[7]$_DFF_P_ | 15.66 | 6 |
| min | dataOut[7]$_DFF_P_ | 0.79 | 6 |
| min reg2reg | dataOut[7]$_DFF_P_ | 0.79 | 6 |
[kinds of logic after synthesis]
kind of cell / Yosys count / share of synthesized area, %
simple gates: 427 / 4.47
flops: 1032 / 76.4
buf+inv: 199 / 2.61
compound gates: 680 / 12.5
mux: 137 / 3.94
[per-layer routing]
layer  track usage, %  up-vias
li1                 -    10200
met1             31.4    12000
met2             36.4     1775
met3             20.6      297
met4             6.89       16
met5            0.898        -
Power and IR drop assume default switching activity.
