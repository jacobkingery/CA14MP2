## flow/design.v

```verilog
module DataMemory(clk, dataOut, address, writeEnable, dataIn);
parameter addresswidth = 7;
parameter depth = 2**addresswidth;
parameter width = 8;
output reg [width-1:0]  dataOut;
input clk;
input [addresswidth-1:0]    address;
input writeEnable;
input[width-1:0]    dataIn;
reg [width-1:0] memory [depth-1:0];
always @(posedge clk) begin
    if(writeEnable)
        memory[address] <= dataIn;
    dataOut <= memory[address];
    end
integer i;
initial begin
for(i=0;i<depth;i=i+1)
memory[i]=3*i;
end
endmodule
module DataMemory_breakable(clk, dataOut, address, writeEnable, dataIn, faultactive);
parameter addresswidth = 7;
parameter depth = 2**addresswidth;
parameter width = 8;
parameter Xi = 1;
parameter Xj = 0;  
parameter Yi = Xi + 1;
parameter Yj = width - 1;  
output reg [width-1:0]  dataOut;
input clk;
input[addresswidth-1:0]    address;
input writeEnable;
input[width-1:0]    dataIn;
input faultactive;
reg[width-1:0] memory [depth-1:0];
always @(posedge clk) begin
    if(writeEnable) begin
        if (!faultactive || !(address==Xi || address==Yi)) begin
            memory[address] <= dataIn;
        end
        else begin
            if (address == Xi) begin
                memory[address] <= dataIn;
                memory[Yi][Yj] <= dataIn[Xj];
            end
            else begin
                memory[address][Yj-1:0] <= dataIn[Yj-1:0];
            end
        end
    end
    dataOut <= memory[address];
end
integer i;
initial begin
for(i=0;i<depth;i=i+1)
memory[i]=3*i;
end
endmodule
module TopLevelSPIMemory(led, gpioBank1, gpioBank2, clk, sw, btn);
output[7:0] led;
output[3:0] gpioBank1;
input[3:0] gpioBank2;
input clk;
input[7:0] sw;
input[3:0] btn;
assign gpioBank1[3:1] = gpioBank2[3:1];
spiMemory mem (clk, gpioBank2[2], gpioBank2[0], gpioBank1[0], gpioBank2[1], sw[0], led);
endmodule
module finitestatemachine(clk, cs, sclk_pos, rw, sr_we, dm_we, addr_we, miso_en);
input clk;
input cs;
input sclk_pos;
input rw;
output reg sr_we;
output reg dm_we;
output reg addr_we;
output reg miso_en;
parameter state_GET = 0;
parameter state_GOT = 1;
parameter state_READ_1 = 2;
parameter state_READ_2 = 3;
parameter state_READ_3 = 4;
parameter state_WRITE_1 = 5;
parameter state_WRITE_2 = 6;
parameter state_DONE = 7;
reg[3:0] count = 0;
reg[2:0] state = state_GET;
reg reset_count;
always @(posedge clk) begin
if (!cs) begin
    count <= count + sclk_pos;
end
sr_we = 0;
dm_we = 0;
addr_we = 0;
reset_count = 0;
if (cs) begin
    reset_count = 1;
    state <= state_GET;
end
case (state)
    state_DONE: 
        begin
            reset_count = 1;
        end
    state_GET:
        begin
            miso_en = 0;
            if (count == 8) begin
                state <= state_GOT;
            end
        end
    state_GOT:
        begin
            reset_count = 1;
            addr_we = 1;
            if (rw) begin
                state <= state_READ_1;
            end
            else begin
                state <= state_WRITE_1;
            end
        end
    state_READ_1:
       begin
            state <= state_READ_2;
        end 
    state_READ_2:
        begin
            sr_we = 1;
            state <= state_READ_3;
        end
    state_READ_3:
        begin
            miso_en = 1;
            if (count == 8) begin
                state <= state_DONE;
            end
        end
    state_WRITE_1:
        begin
            if (count == 8) begin
                state <= state_WRITE_2;
            end
        end
    state_WRITE_2:
        begin
            dm_we = 1;
            state <= state_DONE;
        end
endcase
if (reset_count) begin
    count <= 0;
end
end
endmodule
module finitestatemachine_breakable(clk, cs, sclk_pos, rw, sr_we, dm_we, addr_we, miso_en, faultactive);
input clk;
input cs;
input sclk_pos;
input rw;
output reg sr_we;
output reg dm_we;
output reg addr_we;
output reg miso_en;
input faultactive;
parameter state_GET = 0;
parameter state_GOT = 1;
parameter state_READ_1 = 2;
parameter state_READ_2 = 3;
parameter state_READ_3 = 4;
parameter state_WRITE_1 = 5;
parameter state_WRITE_2 = 6;
parameter state_DONE = 7;
reg[3:0] count = 0;
reg[2:0] state = state_GET;
reg reset_count;
always @(posedge clk) begin
if (!cs) begin
    count <= count + sclk_pos;
end
sr_we = 0;
dm_we = 0;
addr_we = 0;
reset_count = 0;
if (cs) begin
    reset_count = 1;
    state <= state_GET;
end
case (state)
    state_DONE: 
        begin
            reset_count = 1;
        end
    state_GET:
        begin
            miso_en = 0;
            if (count == 8) begin
                state <= state_GOT;
            end
        end
    state_GOT:
        begin
            reset_count = 1;
            addr_we = 1;
            if (rw) begin
                state <= state_READ_1;
            end
            else begin
                state <= state_WRITE_1;
            end
        end
    state_READ_1:
       begin
            state <= state_READ_2;
        end 
    state_READ_2:
        begin
            sr_we = 1;
            state <= state_READ_3;
        end
    state_READ_3:
        begin
            miso_en = 1;
            if (count == 8) begin
                state <= state_DONE;
            end
        end
    state_WRITE_1:
        begin
            if (count == 8) begin
                state <= state_WRITE_2;
            end
        end
    state_WRITE_2:
        begin
            dm_we = 1;
            state <= state_DONE;
        end
endcase
if (reset_count) begin
    count <= 0;
end
end
endmodule
module inputconditioner(clk, noisysignal, conditioned, positiveedge, negativeedge);
output reg conditioned = 0;
output reg positiveedge = 0;
output reg negativeedge = 0;
input clk, noisysignal;
parameter counterwidth = 3;
parameter waittime = 3;
reg[counterwidth-1:0] counter =0;
reg synchronizer0 = 0;
reg synchronizer1 = 0;
always @(posedge clk) begin
    if(conditioned == synchronizer1) begin
        counter <= 0;
        positiveedge <= 0;
        negativeedge <= 0;
    end
    else begin
        if (counter == waittime) begin
            counter <= 0;
            conditioned <= synchronizer1;
            if (synchronizer1 == 1) 
                positiveedge <= 1;
            else
                negativeedge <= 1;
        end
        else 
            counter <= counter+1;
    end
    synchronizer1 = synchronizer0;
    synchronizer0 = noisysignal;
end
endmodule
module inputconditioner_breakable(clk, noisysignal, conditioned, positiveedge, negativeedge, faultactive);
output reg conditioned = 0;
output reg positiveedge = 0;
output reg negativeedge = 0;
input clk, noisysignal, faultactive;
parameter counterwidth = 3;
parameter waittime = 3;
reg[counterwidth-1:0] counter =0;
reg synchronizer0 = 0;
reg synchronizer1 = 0;
always @(posedge clk) begin
    if(conditioned == synchronizer1) begin
        counter <= 0;
        positiveedge <= 0;
        negativeedge <= 0;
    end
    else begin
        if (counter == waittime) begin
            counter <= 0;
            conditioned <= synchronizer1;
            if (synchronizer1 == 1) 
                positiveedge <= 1;
            else
                negativeedge <= 1;
        end
        else 
            counter <= counter+1;
    end
    synchronizer1 = synchronizer0;
    synchronizer0 = noisysignal;
end
endmodule
module testConditioner;
wire conditioned;
wire rising;
wire falling;
reg pin, clk;
reg ri;
always @(posedge clk) ri=rising;
inputconditioner dut(clk, pin, conditioned, rising, falling);
initial clk=0;
always #10 clk=!clk;     
initial begin
pin=0; #50
pin=1; #5
pin=0; #10
pin=1; #10
pin=0; #200
pin=1; #200
pin=0; #200;
end
endmodule
module register(q, d, wrenable, clk);
parameter width = 8;
input[width-1:0] d;
input wrenable;
input clk;
output reg [width-1:0] q;
always @(posedge clk) begin
  if(wrenable) begin
    q <= d;
    end
end
endmodule
module register_breakable(q, d, wrenable, clk, faultactive);
parameter width = 8;
input[width-1:0] d;
input wrenable;
input clk;
input faultactive;
output reg [width-1:0] q;
always @(posedge clk) begin
  if(wrenable) begin
    q <= d;
    end
end
endmodule
module shiftregister(clk, peripheralClkEdgeNeg, parallelLoad, parallelDataIn, serialDataIn, parallelDataOut, serialDataOut);
parameter width = 8;
input               clk;  
input               peripheralClkEdgeNeg;  
input               parallelLoad;  
output[width-1:0]   parallelDataOut;  
output              serialDataOut;  
input[width-1:0]    parallelDataIn;  
input               serialDataIn;  
reg[width-1:0]      shiftregistermem;
assign serialDataOut = shiftregistermem[width-1];
assign parallelDataOut = shiftregistermem;
always @(posedge clk) begin
	if (parallelLoad) begin
		shiftregistermem <= parallelDataIn;
	end
	else if (peripheralClkEdgeNeg) begin  
		shiftregistermem <= shiftregistermem << 1;
		shiftregistermem[0] <= serialDataIn;
	end
end
endmodule
module shiftregister_breakable(clk, peripheralClkEdgeNeg, parallelLoad, parallelDataIn, serialDataIn, parallelDataOut, serialDataOut, faultactive);
parameter width = 8;
input               clk;  
input               peripheralClkEdgeNeg;  
input               parallelLoad;  
output[width-1:0]   parallelDataOut;  
output              serialDataOut;  
input[width-1:0]    parallelDataIn;  
input               serialDataIn;  
input				faultactive;
reg[width-1:0]      shiftregistermem;
assign serialDataOut = shiftregistermem[width-1];
assign parallelDataOut = shiftregistermem;
always @(posedge clk) begin
	if (parallelLoad) begin
		shiftregistermem <= parallelDataIn;
	end
	else if (peripheralClkEdgeNeg) begin  
		shiftregistermem <= shiftregistermem << 1;
		shiftregistermem[0] <= serialDataIn;
	end
end
endmodule
module testshiftregister;
reg             clk;
reg             peripheralClkEdge;
reg             parallelLoad;
wire[7:0]       parallelDataOut;
wire            serialDataOut;
reg[7:0]        parallelDataIn;
reg             serialDataIn; 
shiftregister #(8) sr(clk, peripheralClkEdge, parallelLoad, parallelDataIn, serialDataIn, parallelDataOut, serialDataOut);
initial clk=0;
always #10 clk = !clk;
initial begin
$display("Parallel Data Out | What operation did we just do??");  
#10 serialDataIn = 1;
#80 peripheralClkEdge = 1; #20 peripheralClkEdge = 0;
$display("     %b     | Shift in a 1", parallelDataOut);
#40 peripheralClkEdge = 1; #20 peripheralClkEdge = 0;  
$display("     %b     | Shift in a 1", parallelDataOut);
#60 serialDataIn = 0;
#60 peripheralClkEdge = 1; #20 peripheralClkEdge = 0;
$display("     %b     | Shift in a 0", parallelDataOut);
#40 peripheralClkEdge = 1; #20 peripheralClkEdge = 0;  
$display("     %b     | Shift in a 0", parallelDataOut);
#100 serialDataIn = 1;
#40 peripheralClkEdge = 1; #20 peripheralClkEdge = 0;
$display("     %b     | Shift in a 1", parallelDataOut);
#40 peripheralClkEdge = 1; #20 peripheralClkEdge = 0; 
$display("     %b     | Shift in a 1", parallelDataOut);
#40 peripheralClkEdge = 1; #20 peripheralClkEdge = 0;
$display("     %b     | Shift in a 1", parallelDataOut);
#40 peripheralClkEdge = 1; #20 peripheralClkEdge = 0;
$display("     %b     | Shift in a 1", parallelDataOut);
#40 peripheralClkEdge = 1; #20 peripheralClkEdge = 0;  
$display("     %b     | Shift in a 1", parallelDataOut);
#80 parallelDataIn = 0;
#40 parallelLoad = 1; #20 parallelLoad = 0;  
$display("     %b     | parallel load a 0", parallelDataOut);
#100 parallelDataIn = 8'b10101010;
#40 parallelLoad = 1; #20 parallelLoad = 0;  
$display("     %b     | parallel load 10101010", parallelDataOut);
#80 serialDataIn = 0;
#40 peripheralClkEdge = 1; #20 peripheralClkEdge = 0;  
$display("     %b     | Shift in a 0", parallelDataOut);
end
endmodule
module spiMemory(clk, sclk_pin, cs_pin, miso_pin, mosi_pin, faultinjector_pin, leds);
input		clk;
input		sclk_pin;
input		cs_pin;
output		miso_pin;
input		mosi_pin;
input		faultinjector_pin;
output[7:0]		leds;
wire cs_cond, cs_pos, cs_neg;
wire sclk_cond, sclk_pos, sclk_neg;
wire mosi_cond, mosi_pos, mosi_neg;
wire[7:0] address;
wire[7:0] dm_dout;
wire[7:0] sr_pout;
wire sr_sout;
wire miso_prebuff;
wire sr_we, dm_we, addr_we, miso_en;
inputconditioner cs (clk, cs_pin, cs_cond, cs_pos, cs_neg);
inputconditioner sclk (clk, sclk_pin, sclk_cond, sclk_pos, sclk_neg);
inputconditioner mosi (clk, mosi_pin, mosi_cond, mosi_pos, mosi_neg);
register #(8) addrlatch (address, sr_pout, addr_we, clk);
DataMemory_breakable datamem (clk, dm_dout, address[7:1], dm_we, sr_pout, faultinjector_pin);
shiftregister sr (clk, sclk_pos, sr_we, dm_dout, mosi_cond, sr_pout, sr_sout);
register #(1) dff (miso_prebuff, sr_sout, sclk_neg, clk);
tri_buff outbuff (miso_pin, miso_prebuff, miso_en);
finitestatemachine fsm (clk, cs_cond, sclk_pos, sr_pout[0], sr_we, dm_we, addr_we, miso_en);
endmodule
module testSPIMemory;
reg clk;
reg sclk;
reg cs = 1;
wire miso;
reg mosi;
reg fault = 1;
wire[7:0] leds;
spiMemory spimem (clk, sclk, cs, miso, mosi, fault, leds);
initial clk=0;
always #10 clk = !clk;
initial sclk=0;
always #1000 sclk = !sclk;
initial begin
    cs = 1;
    #2000
    cs = 0;
    mosi = 0;
    #2000
    mosi = 0;
    #2000
    mosi = 0;
    #2000
    mosi = 0;
    #2000
    mosi = 0;
    #2000
    mosi = 0;
    #2000
    mosi = 1;
    #2000
    mosi = 0;
    #2000
    mosi = 0;
    #2000
    mosi = 1;
    #2000
    mosi = 0;
    #2000
    mosi = 1;
    #2000
    mosi = 0;
    #2000
    mosi = 1;
    #2000
    mosi = 0;
    #2000
    mosi = 1;
    #2000
    cs = 1;
    mosi = 0;
    #2000
    cs = 0;
    mosi = 0;
    #2000
    mosi = 0;
    #2000
    mosi = 0;
    #2000
    mosi = 0;
    #2000
    mosi = 0;
    #2000
    mosi = 1;
    #2000
    mosi = 0;
    #2000
    mosi = 0;
    #2000
    mosi = 0;
    #2000
    mosi = 0;
    #2000
    mosi = 0;
    #2000
    mosi = 0;
    #2000
    mosi = 0;
    #2000
    mosi = 0;
    #2000
    mosi = 0;
    #2000
    mosi = 0;
    #2000
    cs = 1;
    mosi = 0;
    #8000
    cs = 0;
    mosi = 0;
    #2000
    mosi = 0;
    #2000
    mosi = 0;
    #2000
    mosi = 0;
    #2000
    mosi = 0;
    #2000
    mosi = 0;
    #2000
    mosi = 1;
    #2000
    mosi = 1;
    #18000
    cs = 1;
end
endmodule
module tri_buff (out, in, en);
output out;
input in;
input en;
assign out = (en) ? in : 1'bz;
endmodule
module tri_buff_breakable (out, in, en, faultactive);
output out;
input in;
input en;
input faultactive;
assign out = (en) ? in : 1'bz;
endmodule
```

## flow/run.sh

```bash
#!/bin/bash
# OpenROAD 26Q1-2900-gdf79404cd8, Yosys 0.63+post, stock flow scripts
make -C /OpenROAD-flow-scripts/flow DESIGN_CONFIG=/design/flow/config.mk WORK_HOME=/design/flow/orfs finish
```

## flow/config.mk

```make
export PLATFORM = sky130hd
export DESIGN_NAME = TopLevelSPIMemory
export DESIGN_NICKNAME = TopLevelSPIMemory
export VERILOG_FILES = /design/flow/design.v
export SDC_FILE = /design/flow/constraint.sdc
export NUM_CORES = 4
export LEC_CHECK = 1
export CORE_UTILIZATION = 50
```

## flow/constraint.sdc

```tcl
current_design TopLevelSPIMemory

set clk_period 22.6
set clk_io_pct 0.2

create_clock -name clk0 -period $clk_period [get_ports {clk}]

set non_clock_inputs [all_inputs -no_clocks]
set_input_delay [expr $clk_period * $clk_io_pct] -clock clk0 $non_clock_inputs
set_output_delay [expr $clk_period * $clk_io_pct] -clock clk0 [all_outputs]
```

==> Changelog: implementation <==
### Changed

* First-pass GRT wire length at 131,000 um
* Vias/cell at 5.97
* HPWL after DPL at 49,900 um
* Synthesized instance count at 1,927
* CP most frequent cell: clkdlybuf4s50_1
* Startpoint types: primary input
* Yosys cell types at 37
* Via Count at 18,700
* CTS tree: done
* Arrival time at the worst endpoint at 5.45 ns
* Hold Vio Cnt, Final at 0
* Final Max Slew Viols at 0
* DRT Pass-1 Iters at 7
* Total wire length at 86,900 um
* RSZ-0062 raised after global routing: no
* Log Warnings at 41
* WHS Path Cells at 0
* Die ar. at 0.0851 mm2
* Worst setup margin at 12.63 ns
* # DRC at 0
* Die W at 292 um
* Vias in the first global route at 20,800
* Post-Syn Area at 0.0420 mm2
* Tcrit/Tclk final at 0.441
* Hold-fix buffers at CTS at 0
* Post-CTS Repair Setup Buffers at 0
* Min Tclk post-route at 9.97 ns
* Clock sink count at 1,078
* GRT Residual Overflow at 0
* FF-to-FF path depth at 8
* Worst-margin pin slew at 0.903 ns
* Die Y at 292 um
* F_max at 100 MHz
* Core area at 0.0825 mm2
* Fill cell count at 5,868
* Crit Path Category: in2out
* Worst ir drop on vdd at 0.0687 mV
* Root buffer cell: clkbuf_16
* WP depth at 2
* Max stage delay cell, worst path: clkdlybuf4s50_1
* Rows at 105
* Clk pin slew, worst setup/hold paths at 0.06 ns
* Initial DRC Count at 1,167
* Routability cong. at 0.802
* Critical-path maximum fanout at 2
* Synth Seq Share at 0.763
* Rel. slew slack at 0.396
* Max clock buf depth at 3
* Layout cells sized above 1 at 0.273
* Worst hold path class: reg2reg
* Top cells by area: edfxtp_1, mux4_2, nor2_1
* Antenna-violating nets left at 0
* Yosys Warn Count at 16
* CP Cell Sequence: clkdlybuf4s50_1 -> clkdlybuf4s50_1
* Largest net degree at the start of global routing at 131
* H-tree depth at 3
* Io pins at 29
* Clock buffer count from CTS at 109
* Status: completed
* Worst stage delay on the critical path at 0.47 ns
* Worst EP required at 18.08 ns
* Ant diodes at 0
* # Max-Cap Violations at 0
* Synth Register Bits at 1,078
* Final TNS setup at 0 ns
* Area Growth Syn to Fin at 11.7%
* IO Port Bufs at 7
* Synth area leader: edfxtp_1
* Initial antenna violation count at 0
* PD cells at 102 mW/mm2
* Leakage power at 14.3 nW
* Post-synth top area share at 0.746
* Tot GR Track Use at 0.239
* Mean routed wirelength per cell at 27.8 um
* Kind of cell adding the most delay to the critical path: buffers and inverters
* Yosys stat cell total at 1,927
* Clock latency on the worst-skew pair at 0.66 ns
* Place WS at 12.62 ns
* Fin Clk Skew at 0.0282 ns
* Post-cts resize count at 0
* Yosys chip area at 0.0420 mm2
* Syn avg cell area at 21.8 um2
* Init Core Util at 0.509
* Endpoints failing setup at 0
* Crit path buf inv count at 2
* Worst setup EP type: output port
* FF-to-FF setup slack at 17.58 ns
-- final cells by class --
class | count | area (um2) | area share
inverters | 7 | 26.3 | 0.000560
repair buffers | 54 | 473 | 0.0101
well taps | 1070 | 1340 | 0.0286
multi-input cells | 710 | 9380 | 0.200
clock inverters | 63 | 664 | 0.0142
clock buffers | 143 | 2990 | 0.0638
flip-flops and latches | 1078 | 32000 | 0.683
-- metal layers --
layer,up-vias,global-route usage,routed length (um)
met3,111,0.144,11900
met1,9631,0.366,31300
met2,930,0.345,42100
met4,0,0.0367,1570
li1,7981,-,-
met5,-,0,0
-- per-stage QoR --
step                      hold WS, ns  utilization  total power (W)  std cells  instance area (um2)
after floorplan                 0.310            -          0.00280       1934                42000
after global placement          0.312        0.524          0.00302       2919                43200
after detailed placement        0.316        0.524          0.00303       2919                43200
after CTS                       0.330        0.568          0.00484       3125                46900
after global routing            0.338        0.568          0.00496       3125                46900
final                           0.327        0.568          0.00479       3125                46900
-- layout by cell type (no fill, tap or decap), types with 3 or more instances in the layout --
| cell | netlist | final |
|---|---|---|
| clkbuf_16 | 0 | 113 |
| buf_4 | 12 | 43 |
| mux4_2 | 336 | 336 |
| a21oi_1 | 3 | 3 |
| dfxtp_1 | 35 | 35 |
| bufinv_16 | 0 | 14 |
| inv_6 | 0 | 3 |
| clkinv_1 | 0 | 26 |
| xor2_1 | 4 | 4 |
| nand3_1 | 8 | 6 |
| inv_1 | 7 | 7 |
| clkbuf_8 | 0 | 5 |
| clkinv_2 | 0 | 17 |
| nor2_1 | 270 | 270 |
| buf_12 | 0 | 4 |
| nand4b_1 | 3 | 3 |
| conb_1 | 1 | 8 |
| ha_1 | 8 | 8 |
| nor2b_1 | 8 | 8 |
| clkdlybuf4s50_1 | 0 | 7 |
| and2_1 | 6 | 6 |
| nand3b_1 | 3 | 3 |
| edfxtp_1 | 1043 | 1043 |
| nand2_1 | 14 | 13 |
| clkbuf_1 | 82 | 25 |
| mux2_2 | 17 | 17 |
| nand2b_1 | 4 | 4 |
-- logic make-up (layout without fill, tap and decap cells) --
logic type      Yosys count  in the layout  share of synthesized area
simple gates            325            325                     0.0319
fa+ha+maj                 8              8                    0.00239
compound gates            8              8                    0.00131
other cells               1              8                  0.0000894
flops                  1078           1078                      0.763
buf+inv                 146            267                     0.0146
mux                     355            355                      0.185
xor+xnor                  6              6                    0.00125
-- sequential cells by signal, summed over array words and instances, names as in the netlist, 3 cells and up --
signal and flops:
mem.addrlatch.q 7, mem.cs.counter 3, mem.datamem.dataOut 8, mem.datamem.memory 1024, mem.fsm.count 4, mem.fsm.state 3, mem.mosi.counter 3, mem.sclk.counter 3
mem.sr.shiftregistermem 8
-- worst paths after layout --
check	endpoint	from
max reg2reg	mem.datamem.dataOut[4]	mem.addrlatch.q[1]
min reg2reg	mem.sclk.synchronizer1	mem.sclk.synchronizer0
max	gpioBank1[2]	gpioBank2[2]
min	mem.sclk.synchronizer1	mem.sclk.synchronizer0
-- synthesized netlist by cell type, drive strengths merged --
| cell | count |
|---|---|
| and3b | 1 |
| o221ai | 1 |
| and2 | 6 |
| nand3b | 3 |
| nand4bb | 1 |
| or4 | 1 |
| mux2 | 18 |
| a21o | 2 |
| dfxtp | 35 |
| ha | 8 |
| edfxtp | 1043 |
| clkbuf | 82 |
| conb | 1 |
| a21oi | 3 |
| inv | 7 |
| nand4 | 2 |
| xnor2 | 2 |
| nor2b | 8 |
| nor3b | 1 |
| or3b | 1 |
| buf | 57 |
| nor2 | 270 |
| a221o | 1 |
| mux4 | 336 |
| a31oi | 1 |
| mux2i | 1 |
| nand3 | 8 |
| nand4b | 3 |
| nand2b | 4 |
| nand2 | 14 |
| or4b | 1 |
| xor2 | 4 |
| or2 | 1 |
-- power by group --
group          internal, W  switching, W
Sequential         0.00228     0.0000247
Combinational     0.000290      0.000378
Clock              0.00109      0.000727
Power is estimated from default activity; no workload was simulated.
