<file path="design/flow/config.mk">
export PLATFORM = sky130hd
export DESIGN_NAME = TopLevelShiftRegisterBringup
export DESIGN_NICKNAME = TopLevelShiftRegisterBringup
export VERILOG_FILES = /design/flow/design.v
export SDC_FILE = /design/flow/constraint.sdc
export NUM_CORES = 4
export LEC_CHECK = 1
export CORE_AREA = 10 10 83 83
export DIE_AREA = 0 0 93 93
</file>
<file path="design/flow/constraint.sdc">
current_design TopLevelShiftRegisterBringup

set clk_period 2.1
set clk_io_pct 0.2

create_clock -name clk0 -period $clk_period [get_ports {clk}]

set non_clock_inputs [all_inputs -no_clocks]
set_input_delay [expr $clk_period * $clk_io_pct] -clock clk0 $non_clock_inputs
set_output_delay [expr $clk_period * $clk_io_pct] -clock clk0 [all_outputs]
</file>
<file path="design/flow/design.v">
module TopLevelShiftRegisterBringup(led, gpioBank1, gpioBank2, clk, sw, btn);
output[7:0] led;
output[3:0] gpioBank1;
input[3:0] gpioBank2;
input clk;
input[7:0] sw;
input[3:0] btn;
assign gpioBank1 = gpioBank2;
wire cond0, posedge0, negedge0;
inputconditioner ic0 (clk, btn[0], cond0, posedge0, negedge0);
wire cond1, posedge1, negedge1;
inputconditioner ic1 (clk, sw[0], cond1, posedge1, negedge1);
wire cond2, posedge2, negedge2;
inputconditioner ic2 (clk, sw[1], cond2, posedge2, negedge2);
wire sDout;
shiftregister sr (clk, negedge2, negedge0, 32'hA5, cond1, led[7:0], sDout);
endmodule
module inputconditioner(clk, noisysignal, conditioned, positiveedge, negativeedge);
output reg conditioned = 0;
output reg positiveedge = 0;
output reg negativeedge = 0;
input clk, noisysignal;
parameter counterwidth = 3;
parameter waittime = 3;
reg[counterwidth-1:0] counter =0;
reg synchronizer0 = 0;
reg synchronizer1 = 0;
always @(posedge clk) begin
    if(conditioned == synchronizer1) begin
        counter <= 0;
        positiveedge <= 0;
        negativeedge <= 0;
    end
    else begin
        if (counter == waittime) begin
            counter <= 0;
            conditioned <= synchronizer1;
            if (synchronizer1 == 1) 
                positiveedge <= 1;
            else
                negativeedge <= 1;
        end
        else 
            counter <= counter+1;
    end
    synchronizer1 = synchronizer0;
    synchronizer0 = noisysignal;
end
endmodule
module inputconditioner_breakable(clk, noisysignal, conditioned, positiveedge, negativeedge, faultactive);
output reg conditioned = 0;
output reg positiveedge = 0;
output reg negativeedge = 0;
input clk, noisysignal, faultactive;
parameter counterwidth = 3;
parameter waittime = 3;
reg[counterwidth-1:0] counter =0;
reg synchronizer0 = 0;
reg synchronizer1 = 0;
always @(posedge clk) begin
    if(conditioned == synchronizer1) begin
        counter <= 0;
        positiveedge <= 0;
        negativeedge <= 0;
    end
    else begin
        if (counter == waittime) begin
            counter <= 0;
            conditioned <= synchronizer1;
            if (synchronizer1 == 1) 
                positiveedge <= 1;
            else
                negativeedge <= 1;
        end
        else 
            counter <= counter+1;
    end
    synchronizer1 = synchronizer0;
    synchronizer0 = noisysignal;
end
endmodule
module testConditioner;
wire conditioned;
wire rising;
wire falling;
reg pin, clk;
reg ri;
always @(posedge clk) ri=rising;
inputconditioner dut(clk, pin, conditioned, rising, falling);
initial clk=0;
always #10 clk=!clk;     
initial begin
pin=0; #50
pin=1; #5
pin=0; #10
pin=1; #10
pin=0; #200
pin=1; #200
pin=0; #200;
end
endmodule
module shiftregister(clk, peripheralClkEdgeNeg, parallelLoad, parallelDataIn, serialDataIn, parallelDataOut, serialDataOut);
parameter width = 8;
input               clk;  
input               peripheralClkEdgeNeg;  
input               parallelLoad;  
output[width-1:0]   parallelDataOut;  
output              serialDataOut;  
input[width-1:0]    parallelDataIn;  
input               serialDataIn;  
reg[width-1:0]      shiftregistermem;
assign serialDataOut = shiftregistermem[width-1];
assign parallelDataOut = shiftregistermem;
always @(posedge clk) begin
	if (parallelLoad) begin
		shiftregistermem <= parallelDataIn;
	end
	else if (peripheralClkEdgeNeg) begin  
		shiftregistermem <= shiftregistermem << 1;
		shiftregistermem[0] <= serialDataIn;
	end
end
endmodule
module shiftregister_breakable(clk, peripheralClkEdgeNeg, parallelLoad, parallelDataIn, serialDataIn, parallelDataOut, serialDataOut, faultactive);
parameter width = 8;
input               clk;  
input               peripheralClkEdgeNeg;  
input               parallelLoad;  
output[width-1:0]   parallelDataOut;  
output              serialDataOut;  
input[width-1:0]    parallelDataIn;  
input               serialDataIn;  
input				faultactive;
reg[width-1:0]      shiftregistermem;
assign serialDataOut = shiftregistermem[width-1];
assign parallelDataOut = shiftregistermem;
always @(posedge clk) begin
	if (parallelLoad) begin
		shiftregistermem <= parallelDataIn;
	end
	else if (peripheralClkEdgeNeg) begin  
		shiftregistermem <= shiftregistermem << 1;
		shiftregistermem[0] <= serialDataIn;
	end
end
endmodule
module testshiftregister;
reg             clk;
reg             peripheralClkEdge;
reg             parallelLoad;
wire[7:0]       parallelDataOut;
wire            serialDataOut;
reg[7:0]        parallelDataIn;
reg             serialDataIn; 
shiftregister #(8) sr(clk, peripheralClkEdge, parallelLoad, parallelDataIn, serialDataIn, parallelDataOut, serialDataOut);
initial clk=0;
always #10 clk = !clk;
initial begin
$display("Parallel Data Out | What operation did we just do??");  
#10 serialDataIn = 1;
#80 peripheralClkEdge = 1; #20 peripheralClkEdge = 0;
$display("     %b     | Shift in a 1", parallelDataOut);
#40 peripheralClkEdge = 1; #20 peripheralClkEdge = 0;  
$display("     %b     | Shift in a 1", parallelDataOut);
#60 serialDataIn = 0;
#60 peripheralClkEdge = 1; #20 peripheralClkEdge = 0;
$display("     %b     | Shift in a 0", parallelDataOut);
#40 peripheralClkEdge = 1; #20 peripheralClkEdge = 0;  
$display("     %b     | Shift in a 0", parallelDataOut);
#100 serialDataIn = 1;
#40 peripheralClkEdge = 1; #20 peripheralClkEdge = 0;
$display("     %b     | Shift in a 1", parallelDataOut);
#40 peripheralClkEdge = 1; #20 peripheralClkEdge = 0; 
$display("     %b     | Shift in a 1", parallelDataOut);
#40 peripheralClkEdge = 1; #20 peripheralClkEdge = 0;
$display("     %b     | Shift in a 1", parallelDataOut);
#40 peripheralClkEdge = 1; #20 peripheralClkEdge = 0;
$display("     %b     | Shift in a 1", parallelDataOut);
#40 peripheralClkEdge = 1; #20 peripheralClkEdge = 0;  
$display("     %b     | Shift in a 1", parallelDataOut);
#80 parallelDataIn = 0;
#40 parallelLoad = 1; #20 parallelLoad = 0;  
$display("     %b     | parallel load a 0", parallelDataOut);
#100 parallelDataIn = 8'b10101010;
#40 parallelLoad = 1; #20 parallelLoad = 0;  
$display("     %b     | parallel load 10101010", parallelDataOut);
#80 serialDataIn = 0;
#40 peripheralClkEdge = 1; #20 peripheralClkEdge = 0;  
$display("     %b     | Shift in a 0", parallelDataOut);
end
endmodule
</file>
<file path="design/flow/run.sh">
#!/bin/bash
# OpenROAD 26Q1-2900-gdf79404cd8, Yosys 0.63+post, stock flow scripts
make -C /OpenROAD-flow-scripts/flow DESIGN_CONFIG=/design/flow/config.mk WORK_HOME=/design/flow/orfs finish
</file>
==> results_dict.tcl <==
# place-and-route summary
set metrics [dict create \
    status "finished, final reports clean" \
    crit_buf_inv 1 \
    avgSynthCellArea_um2 12.3 \
    nFillCells 555 \
    antenna_found_initial 0 \
    die_height_um 93 \
    worstSetupEndpointType "primary output" \
    cts_setup_buffers 0 \
    num_rows 26 \
    cts.sinks 28 \
    diodes 0 \
    fp.coreArea_mm2 0.00514 \
    worst_pin_slew_ps 480 \
    drive_above_1_share_pct 8.99 \
    report.final.slew_viol_count 0 \
    routedWlPerCell_um 9.01 \
    gr-total-overflow 0 \
    drt-total-wl_um 1430 \
    critPathKind "reg -> out" \
    drc 0 \
    grt_use_total_pct 3.53 \
    top_area_share_pct 50.8 \
    path_clk_slew_ps 90 \
    ys_warn_count 2 \
    crit_arrival_ps 1120 \
    drtIter0Drc 26 \
    hp-class "reg -> reg" \
    pwr-share-seq_pct 53.0 \
    startpoint_type "flip-flop" \
    rsz0062_at_grt "no" \
    fin_worst_skew_ps 4.42 \
    chipArea_mm2 0.00865 \
    grt_pass1_vias 582 \
    cts-resized-gates 0 \
    cp_data_required_time_ps 1680 \
    ant_nets 0 \
    grt_max_degree 17 \
    cts_buffers 3 \
    yosys_cells 80 \
    final_cell_mix "25 x dfxtp_1, 11 x clkdlybuf4s50_1, 8 x mux2i_1, 6 x nor3_1, 6 x ha_1" \
    place_inst 155 \
    critPathTopFamily "buffers and inverters" \
    ir_worst_vdd_uv 426 \
    lay_top_count "dfxtp_1" \
    yosys.area.top_type "dfxtp_1" \
    ys.flops 28 \
    yosys_area_um2 985 \
    p_leak_nw 0.448 \
    synth.area.top_cells "dfxtp_1 51%, edfxtp_1 9.1%, mux2i_1 8.1%, ha_1 7.6%, buf_4 4.6%" \
    port_buffers 11 \
    reg2reg_depth 3 \
    fp-utilization_pct 19.2 \
    ys_seq_share_pct 60.0 \
    switching_share_pct 22.8 \
    power.density_mw_per_mm2 1160 \
    setup-tns-final_ps 0 \
    vias 538 \
    clk_latency_ps 270 \
    area_delta_synth_final_pct 22.2 \
    timing.rr.start "ic0.counter[0]" \
    ctsRootBufferMaster "clkbuf_8" \
    comb_power_share_pct 20.8 \
    max_freq_mhz 647 \
    crit_fanout 3 \
    gp_congestion 0.712 \
    finalNonFillerCells 159 \
    syn_area_um2 985 \
    hold_end "ic1.synchronizer1" \
    finalPower_w 0.00139 \
    die_w_um 93 \
    hold_viol 0 \
    grt_pass1_wl_um 2610 \
    cts_buffer_depth 2 \
    vias_per_cell 3.38 \
    pwr-share-clk_pct 26.2 \
    warnings 34 \
    cap_violations 0 \
    firstDrtPassIters 2 \
    synth_cells 80 \
    power.switching_w 0.000318 \
    crit_start "sr.shiftregistermem[2]" \
    worstPathCellList "clkdlybuf4s50_1" \
    io_pins 29 \
    slowest_stage "clkdlybuf4s50_1" \
    htreeDepth 1 \
    worstReg2RegEnd "ic0.conditioned" \
    min_from "ic1.synchronizer0" \
    min_period_ps 1540 \
    critPathMaxStageDelay_ps 480 \
    hold-path-cell-count 0 \
    detailed_place_hpwl_um 1070 \
    cts_tree "yes" \
    relSlewSlack_pct 67.9 \
    finalSetupViolCount 0 \
    intPower_w 0.00107 \
    r2r_setup_slack_ps 880 \
    fin_crit_sh_pct 73.6 \
    post_synth_num_cell_types 17 \
    hold_buffers 0 \
]
## through the flow
step	hold slack, ps	util, %	area, um2	setup WS, ps
finish	333	23.4	1200	555
global route	337	23.4	1200	486
CTS	334	23.4	1200	532
detailed placement	312	22.1	1140	848
global placement	314	22.1	1140	854
floorplan	310	-	985	996
## Yosys cell counts
cell type,count
o22ai_1,1
inv_1,5
nor2b_1,3
edfxtp_1,3
mux2i_1,8
nand3b_1,1
nor2_1,4
nand2_1,5
xnor2_1,1
dfxtp_1,25
o21ai_1,1
ha_1,6
nor3b_2,2
xnor2_2,2
nor3b_1,1
buf_4,6
nor3_1,6
## worst max path at each step
stage,endpoint,slack [ps],cells past startpoint
4_1_cts,led[3],530,1
5_1_grt,led[3],490,1
6_report,led[2],560,1
## cell type report
cell class	instances	area (um2)	share of cell area, %
clock buffer	4	66.3	5.51
inverter	5	18.8	1.56
multi-input combinational	41	330	27.4
sequential	28	591	49.1
tap	70	87.6	7.28
timing repair buffer	11	110	9.15
## per-layer routing
layer  vias up  share of wire (%)  GRT usage [%]
met1       244                 48           4.37
met4         0               0.42          0.386
met3         2                7.3           1.62
met2        12                 44           5.72
met5         -                  0              0
li1        280                  -              -
## cells by family after synthesis
logic type | after synthesis | share of synthesized area [%]
XOR/XNOR | 3 | 4.19
multiplexers | 8 | 8.13
buffers and inverters | 11 | 6.48
AND/OR/NAND/NOR | 22 | 12.5
flip-flops | 28 | 60.0
adder cells (fa/ha/maj) | 6 | 7.62
AND-OR/OR-AND | 2 | 1.14
## state kept, by name, indices dropped and copies added, names as in the netlist, 3 cells and up
signal	cells
ic2.counter	3
sr.shiftregistermem	8
ic1.counter	3
ic0.counter	3
## power groups by stage
stage | Combinational (W) | Sequential, W | Clock (W)
4_1_cts | 0.000298 | 0.000741 | 0.000379
5_1_grt | 0.000335 | 0.000759 | 0.000396
6_report | 0.000289 | 0.000738 | 0.000365
Power figures rest on the tool's default switching activity, not on a simulated workload.
